## flow/run.sh

```bash
#!/bin/bash
# OpenROAD 26Q1-2900-gdf79404cd8, Yosys 0.63+post, stock flow scripts
make -C /OpenROAD-flow-scripts/flow DESIGN_CONFIG=/design/flow/config.mk WORK_HOME=/design/flow/orfs finish
```

## flow/config.mk

```make
export PLATFORM = sky130hd
export DESIGN_NAME = top
export DESIGN_NICKNAME = top
export VERILOG_FILES = /design/flow/design.v
export SDC_FILE = /design/flow/constraint.sdc
export NUM_CORES = 4
export LEC_CHECK = 1
export CORE_AREA = 10 10 70 70
export DIE_AREA = 0 0 80 80
```

## flow/constraint.sdc

```tcl
current_design top

set clk_period 1.5
set clk_io_pct 0.2

create_clock -name clk0 -period $clk_period [get_ports {clk}]

set non_clock_inputs [all_inputs -no_clocks]
set_input_delay [expr $clk_period * $clk_io_pct] -clock clk0 $non_clock_inputs
set_output_delay [expr $clk_period * $clk_io_pct] -clock clk0 [all_outputs]
```

## flow/design.v

```verilog
`timescale 1ns / 1ps
module top(
    input clk,
    input rst,
    output reg signal
    );
    reg [31:0] counter = 32'h00000000;
    always @ (posedge clk) begin
        counter <= counter + 1;
        signal <= counter[3];
    end
endmodule
```

==> ci_impl_report.md <==
### Metrics collected by this job

| Metric | Value |
|---|---|
| Yosys cell count | 10 |
| Slowest Stage Delay on Critical Path | 0.48 ns |
| Most numerous logic cell after layout | dfxtp_1 |
| Yosys chip area | 139 um^2 |
| Die width | 80 um |
| Clock skew | 0.00158 ns |
| Diodes inserted | 0 |
| Clk pwr share | 53.9% |
| Routed vias | 77 |
| Pre-antenna DRT Iters | 1 |
| Setup Buffers After CTS | 0 |
| Non-filler instance count after layout | 61 |
| Lkg Pwr | 0.0804 nW |
| Worst-margin pin slew | 0.123 ns |
| Power Total | 0.289 mW |
| Root Buffer | clkbuf_4 |
| CP Data Required Time | 1.20 ns |
| Avg Cell Area, Syn | 13.9 um^2 |
| Area growth syn-to-layout | 67.6% |
| Slowest cell on the critical path | clkdlybuf4s50_1 |
| Drt drc | 0 |
| CTS Buf Count | 3 |
| Sum of buffers and inverters on the critical path | 1 |
| Final Max Slew Viols | 0 |
| Post-cts hold buffer count | 0 |
| Initial Util | 4.07% |
| Global-route met2 utilization | 0.642% |
| Inst Count DP | 57 |
| Number of routed nets with antenna violations | 0 |
| Fin util | 6.81% |
| Yosys xor share | 12.6% |
| Hold Crit Class | reg2reg |
| Tmin final | 1.32 ns |
| Simple share | 3.60% |
| Worst R2R Setup Slack | 0.73 ns |
| Synth Instances | 10 |
| RSZ-0062 raised after global routing | no |
| Power Density | 1240 nW/um^2 |
| Final Hold Vio Count | 0 |
| Routing usage on met1 | 0.931% |
| Final Setup Violations | 0 |
| Worst Path Max Fanout | 1 |
| Top-level I/O count | 3 |
| P_int | 0.234 mW |
| Worst Path Arrival | 1.02 ns |
| Post-synth mux share | 0% |
| Final GP Congestion | 0.537 |
| CTS clk-pin slew, worst paths | 0.04 ns |
| Tool warnings | 26 |
| Post-synth regs | 5 |
| CP endpoint kind | output pin |
| Port Buffer Count | 1 |
| Register area share after synthesis | 72.1% |
| Final HPWL DP | 160 um |
| Most instantiated logic cells after routing | 5 x dfxtp_1, 3 x clkbuf_4 |
| Antenna violations before repair | 0 |
| Switching pwr | 0.0555 mW |
| Final period util | 88.1% |
| CTS H-tree depth | 1 |
| Reg power frac | 46.1% |
| Rel. slew slack | 91.8% |
| Ys Warns | 1 |
| Largest logic family | XOR/XNOR gates |
| Outcome | complete, no violations |
| Hold Worst Slack | 0.361 ns |
| Vias in the first global route | 88 |
| Gr usage total | 0.903% |
| Top delay family on crit path | buffers and inverters |
| Setup TNS | 0 ns |
| Global route hottest layer | met3 |
| Sw frac | 19.2% |
| Die Y-Extent | 80 um |
| Row count | 21 |
| WL per Instance | 3.74 um |
| Deepest clock path buffer count | 2 |
| Largest net degree at the start of global routing | 4 |
| Die Footprint | 6400 um^2 |
| FMAX | 0.757 GHz |
| Post-CTS sizing | 0 |
| Cells along the critical path | clkdlybuf4s50_1 |
| Adder-cell share of the synthesized area | 9.01% |
| Yosys aoi share | 0% |
| Core area | 3420 um^2 |
| Fillers | 412 |
| Startpoint types | flop |
| Setup CP Type | reg2out |
| Initial DRC Count | 0 |
| Layout cell share with drive strength beyond 1 | 20.0% |
| Via-to-Cell Ratio | 1.26 |
| Clk sinks | 5 |
| First-pass GRT wire length | 393 um |
| Worst VDD drop | 0.292 mV |
| Detailed Route WL | 228 um |
| GR Util met3 | 1.59% |
| Post-Syn Area | 139 um^2 |
| CTS tree | built |
| Grt total ovfl | 0 |
| MaxCap Viol Count | 0 |
| Worst skew pair latency | 0.24 ns |
| Cell Type Count | 6 |
| Comb pwr share | 0% |
[kinds of logic after synthesis]
kind of cell / Yosys count
xor gates and xnor gates: 2
adders and majority gates: 1
buffers and inverters: 1
DFF: 5
and+or+nand+nor: 1
[power by group through the flow]
stage	Clock, mW	Sequential, mW	Combinational, mW
CTS	0.164	0.133	0.0000000252
global route	0.178	0.133	0.0000000252
finish	0.156	0.133	0.0000000252
[metal layers]
layer / part of all wire [%] / wire length [um] / vias up
li1: - / - / 42
met4: 0 / 0 / 0
met5: 0 / 0 / -
met3: 19 / 43 / 0
met2: 30 / 68 / 4
met1: 51 / 116 / 31
[sequential cells by signal, summed over array words and instances (netlist names)]
register and flops:
signal 1, counter 4
[synthesized netlist by cell type]
master,number,area (um^2)
xor2_1,1,8.76
nand3_1,1,5.00
inv_1,1,3.75
xnor2_1,1,8.76
ha_1,1,12.5
dfxtp_1,5,100
[worst paths after layout]
check                                start         end  depth (start not counted)
worst min register to register  counter[3]      signal                          0
worst max register to register  counter[0]  counter[2]                          2
worst max-delay path                signal      signal                          1
worst min-delay path            counter[3]      signal                          0
[area by class of cell]
class	instances	area, um^2	share of cell area, %
clock buffer	4	26.3	11.3
inverter	1	3.75	1.61
multi-input combinational	4	35.0	15.1
timing repair buffer	1	10.0	4.30
tap	46	57.6	24.7
sequential	5	100	43.0
[through the flow]
stage	cell area [um^2]	worst slack, ns
floorplan	139	0.760
global placement	206	0.431
detailed placement	206	0.431
CTS	233	0.163
global route	233	0.135
finish	233	0.179
No activity file was given, so power comes from the tool's default toggle rates.
